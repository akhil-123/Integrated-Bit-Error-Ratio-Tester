==> design/flow/config.mk <==
export PLATFORM = sky130hd
export DESIGN_NAME = transmit
export DESIGN_NICKNAME = transmit
export VERILOG_FILES = /design/flow/design.v
export SDC_FILE = /design/flow/constraint.sdc
export NUM_CORES = 4
export LEC_CHECK = 1
export CORE_UTILIZATION = 50
==> design/flow/constraint.sdc <==
current_design transmit

set clk_period 5.9
set clk_io_pct 0.2

create_clock -name clk0 -period $clk_period [get_ports {clk}]

set non_clock_inputs [all_inputs -no_clocks]
set_input_delay [expr $clk_period * $clk_io_pct] -clock clk0 $non_clock_inputs
set_output_delay [expr $clk_period * $clk_io_pct] -clock clk0 [all_outputs]
==> design/flow/design.v <==
module DFF
        (input clk,
        input [12:0] D,
        output reg [12:0] Q
        );
always@ (posedge clk)
        Q = D;
endmodule
module choose(
	input control,
	input clock,
	input reset,
	output reg [12:0] pattern
);
wire [6:0]rnd;
wire [12:0]rnd1 ;
seven s1(control,clock,reset,rnd);
thirteen tt1(control,clock,reset,rnd1);
always @(*)begin
if(control==0)begin
pattern <=rnd ;
end
else if(control==1)begin
pattern <=rnd1 ;
end
end
endmodule
module preemph(
input clk,  
input signed [2:0]taps,  
input signed [12:0] a,
output reg signed [12:0] b  
);
    wire signed   [12:0] MCM1,MCM2,MCM3,add_out1,add_out2;
    wire signed     [12:0] Q1,Q2,Q3;
    assign MCM3 = taps[2]*a;
    assign MCM2 = taps[1]*a;
    assign MCM1 = taps[0]*a;
    assign add_out1 = Q1 + MCM2;
    assign add_out2 = Q2 + MCM1;
    DFF dff1 (.clk(clk),.D(MCM3),.Q(Q1));
    DFF dff2 (.clk(clk),.D(add_out1),.Q(Q2));
    always@ (posedge clk)
        b <= add_out2;
endmodule
module seven (
    input control,
    input clock,
    input reset,
    output [6:0] rnd 
    );
    reg [6:0] random;
wire feedback = random[6] ^ random[0]; 
always @(posedge clock)begin
  if (reset==1) begin
    random <= 7'hf;
    end
  else begin
    random <= {random[6:0], feedback} ;
    end
end
assign rnd = random;
endmodule
module thirteen (
    input control,
    input clock,
    input reset,
    output [12:0] rnd 
    );
    reg [12:0] random;
wire feedback = random[12] ^ random[3] ^ random[2] ^ random[0];
always @(posedge clock)begin
  if (reset==1) begin
    random <= 13'hf;
    end
  else begin
    random <= {random[12:0], feedback} ;
    end
end
assign rnd = random;
endmodule
module transmit(
input control ,
input clk ,
input reset ,
input signed [2:0] taps ,
output signed [12:0] b 
);
wire signed [12:0] pattern ;
choose cc1(control,clk,reset,pattern);
preemph p1(clk,taps,pattern,b);
endmodule
==> design/flow/run.sh <==
#!/bin/bash
# OpenROAD 26Q1-2900-gdf79404cd8, Yosys 0.63+post, stock flow scripts
make -C /OpenROAD-flow-scripts/flow DESIGN_CONFIG=/design/flow/config.mk WORK_HOME=/design/flow/orfs finish
==> reports/metrics.yaml <==
status:
  status: "completed"
worst_setup_path:
  timing.rr.end: "p1.b[10]$_DFF_P_"
  crit_fanout: 25
  worst-path-buf-inv: 2
  crit_required_ns: 6.11
  reg2regPathDepth: 9
  reg2reg_from: "cc1.s1.random[0]$_SDFF_PP1_"
  path_cells: "clkdlybuf4s50_1, buf_4, mux2i_1, nor2b_1, ha_1, fa_1, a21oi_1, nor3_1, o31ai_1, o21bai_1, xor2_1"
  slowest_stage: "clkdlybuf4s50_1"
  crit_family: "AND-OR/OR-AND gates"
  ff2ff_setup_slack_ns: 3.49
  end_kind: "flop"
  worstSetupPathType: "primary input to flop"
  worstPathArrival_ns: 3.92
  startpoint_type: "primary input"
  slowest_delay_ns: 0.45
clocking:
  hold_buffers: 0
  cts.sinks: 59
  clk_pin_slew_ns: 0.06
  cts_buffer_depth: 2
  cts_buffers: 9
  cts_root_buf: "clkbuf_8"
  ctsResizeCount: 0
  clk_latency_ns: 0.33
  cts_tree: "yes"
  postCtsSetupRepairBufs: 0
  h-tree-depth: 3
drt:
  viasPerCell: 5.06
  drt-total-wl_um: 4680
  ant_nets: 0
  drc_errors: 0
  drt_iter0_drc: 88
  num_antenna_cells: 0
  routedWlPerCell_um: 12.3
  dr_total_vias: 1932
  drtPass1Iterations: 6
logic_synthesis:
  synthArstFlopShare: 0
  ys_area_sq_mm: 0.00281
  ys_types: 41
  ys_top_cells_by_count: "dfxtp_1 (59), nor2b_1 (33), ha_1 (24)"
  top_cell_area_share: 0.420
  postSynthSeqShare: 0.420
  synthCells: 287
  top_cell: "dfxtp_1"
  topCellsByArea: "dfxtp_1 (42%), ha_1 (11%), nor2b_1 (7.3%)"
  largest_area_cell: "dfxtp_1"
  synth_top_flop_cell: "dfxtp_1"
  post_synth_ao_oa_area_fraction: 0.139
  edf_count: 0
  logic_family: "simple AND/OR/NAND/NOR gates"
  yosysCellCount: 287
  synth-xor-area-share: 0.0779
  ys_ff: 59
  ys_sh_mux: 0.0249
  synth-warning-count: 5
  fa_ha_area_frac: 0.121
  ys_sh_simple: 0.196
  synth.avg_cell_area_sq_um: 9.80
  syn_area_sq_mm: 0.00281
finish:
  drive_above_1_share: 0.0833
  layout.cells.non_filler: 382
  final.fill_count: 442
  area_delta_synth_final_pct: 14.9
power_and_ir_drop:
  p_leak_nw: 1.46
  ir_worst_vdd_uv: 209
  power_mw: 0.930
  powerDensity_mw_per_mm2: 288
floorplanning:
  die_h_um: 77.0
  core_region_area_sq_mm: 0.00527
  fp_util: 0.533
  die-width_um: 77.0
  rows: 26
  chip_area_sq_mm: 0.00593
  io_pins: 19
min_path:
  hp-start: "cc1.s1.random[1]$_SDFF_PP1_"
  holdPathStages: 1
  hold_end: "cc1.s1.random[2]$_SDFF_PP1_"
  hold_class: "flop to flop"
global_routing:
  grt_pass1_vias: 1767
  antenna_found_initial: 0
  grt_max_degree: 26
  grt_pass1_wl_um: 8090
  grt_usage: 0.176
  grt.overflow.total: 0
place:
  portBuffers: 18
  dp.cells: 367
  gp_congestion: 0.861
  hpwl_um: 3440
sta:
  fmax_mhz: 270
  setup_violations: 0
  finalCritPeriodShare: 0.629
  worst_pin_slew_ns: 0.571
  hold_viol_final: 0
  layout_min_cycle_time_ns: 3.71
  final_max_slew_viol_count: 0
  holdWs_ns: 0.450
  rsz0062_at_grt: "no"
  worst_slew_margin_rel: 0.618
  final.setup.tns_ns: 0
  fin_skew_ns: 0.00769
flow_run:
  drv_cap: 0
  warning_count: 26
-- sequential cells by signal, summed over array words and instances (netlist names) --
name            cells
cc1.tt1.random     13
p1.b               13
p1.dff1.Q          13
p1.dff2.Q          13
cc1.s1.random       7
-- kinds of logic (layout without fill, tap and decap cells) --
family / Yosys count / after routing
xor gates and xnor gates: 25 / 25
DFF: 59 / 59
AOI/OAI and AO/OA: 59 / 59
muxes: 7 / 7
and+or+nand+nor: 96 / 96
adders and majority gates: 26 / 26
buffers and inverters: 15 / 40
-- worst register-to-register path, delay by kind of cell (launching register included) --
kind	cells	cell delay [ns]
simple gates	2	0.18
compound gates	3	0.71
mux	1	0.27
flops	1	0.34
fa+ha+maj	2	0.65
xor+xnor	1	0.15
-- placed cells by master (no fill, tap or decap), drive strengths merged, types with 2 or more instances in the layout --
cell | Yosys | layout
clkbuf | 7 | 13
a21oi | 13 | 13
nor3 | 3 | 3
a31oi | 5 | 5
nand3 | 7 | 7
xnor2 | 17 | 17
nand2 | 11 | 11
a21o | 9 | 9
clkdlybuf4s50 | 0 | 18
nand3b | 2 | 2
clkinv | 0 | 2
dfxtp | 59 | 59
nor2 | 8 | 8
nand2b | 2 | 2
o21bai | 3 | 3
nor2b | 33 | 33
or2 | 8 | 8
mux2i | 7 | 7
a211oi | 7 | 7
o311a | 2 | 2
xor2 | 8 | 8
nand4 | 3 | 3
inv | 6 | 6
ha | 24 | 24
o21ai | 11 | 11
fa | 2 | 2
and3 | 17 | 17
-- report_power, final --
part / switching (mW) / internal (mW) / leakage, nW
Combinational: 0.0680 / 0.0897 / 0.879
Sequential: 0.0118 / 0.437 / 0.485
Clock: 0.140 / 0.183 / 0.0953
Total: 0.220 / 0.710 / 1.46
-- how the worst max path moves through the flow --
stage | startpoint | to | slack (ns) | cells after the start
6_report | control | p1.b[10]$_DFF_P_ | 2.19 | 11
4_1_cts | control | p1.b[10]$_DFF_P_ | 2.19 | 11
5_1_grt | control | p1.b[10]$_DFF_P_ | 2.05 | 11
-- routing by layer --
| layer | GRT usage | wire (um) |
|---|---|---|
| met2 | 0.265 | 2010 |
| met4 | 0.0208 | 29 |
| met1 | 0.265 | 2490 |
| met3 | 0.0532 | 155 |
| met5 | 0 | 0 |
-- per-stage QoR --
stage / cell area, sq um / setup WS (ns) / util
final: 3230 / 2.19 / 0.613
after global routing: 3230 / 2.05 / 0.613
after CTS: 3230 / 2.19 / 0.613
after detailed placement: 3050 / 1.83 / 0.579
after global placement: 3050 / 1.86 / 0.579
after floorplan: 2810 / 2.47 / -
-- final cells by class --
class	count	area [sq um]	share of cell area
clock buffers	13	169	0.0523
clock inverters	2	10.0	0.00310
inverters	6	22.5	0.00697
multi-input cells	213	1570	0.487
flip-flops and latches	59	1180	0.366
well taps	70	87.6	0.0271
repair buffers	19	188	0.0581
No activity file was given, so power comes from the tool's default toggle rates.
