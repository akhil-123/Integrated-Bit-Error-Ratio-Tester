==> design/flow/design.v <==
module comp
(
	input [12:0] A,
	input [12:0] B, 
	output reg [12:0] error,
	output reg [12:0] total_error
);
initial begin
	error[12:0] <= 13'b0;
	total_error[12:0] <= 13'b0;
end
always @(A or B)
begin 
error[0] = ( A[0] == B[0])? 1'b0 : 1'b1;
error[1] = ( A[1] == B[1])? 1'b0 : 1'b1;
error[2] = ( A[2] == B[2])? 1'b0 : 1'b1;
error[3] = ( A[3] == B[3])? 1'b0 : 1'b1;
error[4] = ( A[4] == B[4])? 1'b0 : 1'b1;
error[5] = ( A[5] == B[5])? 1'b0 : 1'b1;
error[6] = ( A[6] == B[6])? 1'b0 : 1'b1;
error[7] = ( A[7] == B[7])? 1'b0 : 1'b1;
error[8] = ( A[8] == B[8])? 1'b0 : 1'b1;
error[9] = ( A[9] == B[9])? 1'b0 : 1'b1;
error[10] = ( A[10] == B[10])? 1'b0 : 1'b1;
error[11] = ( A[11] == B[11])? 1'b0 : 1'b1;
error[12] = ( A[12] == B[12])? 1'b0 : 1'b1;
total_error = error[0]+error[1]+error[2]+ error[3] + error[4] +  error[5] +  error[6] +  error[7] + error[8] +  error[9] +  error[10] +  error[11] + error[12] ;
end
endmodule
==> design/flow/run.sh <==
#!/bin/bash
# OpenROAD 26Q1-2900-gdf79404cd8, Yosys 0.63+post, stock flow scripts
make -C /OpenROAD-flow-scripts/flow DESIGN_CONFIG=/design/flow/config.mk WORK_HOME=/design/flow/orfs finish
==> design/flow/config.mk <==
export PLATFORM = sky130hd
export DESIGN_NAME = comp
export DESIGN_NICKNAME = comp
export VERILOG_FILES = /design/flow/design.v
export SDC_FILE = /design/flow/constraint.sdc
export NUM_CORES = 4
export LEC_CHECK = 1
export CORE_AREA = 10 10 70 70
export DIE_AREA = 0 0 80 80
==> design/flow/constraint.sdc <==
current_design comp

set clk_period 5.3
set clk_io_pct 0.2

create_clock -name clk0 -period $clk_period

set non_clock_inputs [all_inputs -no_clocks]
set_input_delay [expr $clk_period * $clk_io_pct] -clock clk0 $non_clock_inputs
set_output_delay [expr $clk_period * $clk_io_pct] -clock clk0 [all_outputs]
==> ci_impl_report.md <==
### Yosys + OpenROAD results

| Metric | Value |
|---|---|
| Detailed-routing iteration count for the pre-antenna-repair pass | `3` |
| Flops | `0` |
| Via count of the first global-routing pass | `563` |
| Critical-path cell with the highest stage delay | `sky130_fd_sc_hd__fa_1` |
| Largest vdd supply drop | `0.124 mV` |
| Max-area cell share | `34.4%` |
| Height of the chip | `around 80 um` |
| Diode count | `0` |
| Post-route fraction of the period consumed by the critical path | `102%` |
| Placeable core area | `between 0.003 and 0.004 mm^2` |
| Yosys warning tally | `1` |
| Worst Hold Launch | `A[1]` |
| Data arrival time of the critical path | `4.37 ns` |
| Leftover overflow at the end of global routing | `0` |
| Number of standard cells after synthesis | `54` |
| Max-capacitance violation count | `0` |
| Overall routed net length | `1510 um` |
| Required time reported for the critical path endpoint | `4.24 ns` |
| Global-route wire length before repair | `between 2000 and 3000 um` |
| Startpoint type of the worst setup path | `primary input` |
| Worst-path cell chain | `clkdlybuf4s15_2 -> xnor2_2 -> fa_1 -> inv_1 -> fa_1 -> inv_1 -> fa_1 -> fa_1 -> inv_1 -> fa_2 -> inv_2 -> fa_1 -> inv_1 -> buf_2` |
| Flop area | `0 um^2` |
| Vias post-DR | `454` |
| Family with the most delay on the worst path | `adder cells` |
| Post-DP Area | `948 um^2` |
| Number of logged tool warnings | `34` |
| Hold Slack | `2.66 ns` |
| Worst Path Max Fanout | `2` |
| Number of buffer and inverter instances along the worst setup path | `7` |
| Capturing element type of the critical path | `output pin` |
| DPL Wire Length | `1400 um` |
| Failing checks | `setup timing` |
| Worst min path class | `primary input to output pin` |
| Power per cell area | `294 mW/mm^2` |
| Critical path type | `primary input to output pin` |
| Cell area after technology mapping | `465 um^2` |
| Full die area | `around 0.0064 mm^2` |
| Most common cell on crit path | `sky130_fd_sc_hd__fa_1` |
| Num ports | `52` |
| Final number of hold-violating endpoints | `0` |
| Final standard cell area without fillers | `980 um^2` |
| Fmax | `approximately 180 MHz` |
| Most common library cells after synthesis | `sky130_fd_sc_hd__inv_1 (16), sky130_fd_sc_hd__xor2_1 (11), sky130_fd_sc_hd__buf_4 (9)` |
| Leak pwr | `0.492 nW` |
| Final Max Slew Viols | `0` |
| Std cell rows | `21` |
| Area added between synthesis and finish | `110%` |
| Fraction of final layout cells with drive strength greater than 1 | `around a third` |
| Global-route usage over all layers | `4.75%` |
| Largest net degree at the start of global routing | `4` |
| Hold worst-path end | `error[1]` |
| Antenna violations before repair | `0` |
| First DRT Iteration DRCs | `4` |
| Post-synthesis area per instance | `approximately 8.6 um^2` |
| Number of clock buffers in the layout | `0` |
| Count of placed standard cells including taps | `146` |
| Final setup viols | `2` |
| Antenna violation net count after detailed routing | `0` |
| Largest cells by area | `sky130_fd_sc_hd__fa_1 (34%), sky130_fd_sc_hd__xor2_1 (21%), sky130_fd_sc_hd__buf_4 (15%)` |
| Post-detailed-route via-to-cell ratio | `between 3 and 4` |
| Register area share after synthesis | `0%` |
| Number of instances on the worst hold path | `3` |
| Final critical delay including setup and external delays | `5.43 ns` |
| Number of distinct standard cells referenced by the synthesized netlist | `10` |
| Final RePlAce weighted congestion | `0.709` |
| Routed wire per std cell | `9.99 um` |
| Layout fillers | `366` |
| Stage delay of the slowest cell on the critical path | `about 0.49 ns` |
| Remaining design rule violation count | `0` |
| Count of instantiated cells in the yosys netlist | `54` |
| Top-count cell post-synth | `sky130_fd_sc_hd__inv_1` |
| Cell taking the most area after synthesis | `sky130_fd_sc_hd__fa_1` |
| Final worst slack | `-0.127 ns` |
| Status | `finished with violations` |
| Chip area estimate from yosys synthesis | `~470 um^2` |
| RSZ-0062 raised after global routing | `yes` |
| Post-layout instance count excluding filler cells | `around 150` |
| I/O Buffers | `43` |
| Multi-input gate area in the final layout | `415 um^2` |
| Horiz. Die Dim | `80 um` |
| Effective utilization at floorplan | `13.6%` |
-- worst max path at each step --
stage | startpoint | endpoint | slack [ns] | cells past startpoint
final | A[3] | total_error[1] | -0.13 | 14
after global routing | A[1] | total_error[1] | -0.33 | 15
after CTS | A[1] | total_error[1] | -0.17 | 15
-- tightest hold or removal path: stages --
cell                              delay (ns)
sky130_fd_sc_hd__buf_6                  0.07
sky130_fd_sc_hd__xor2_2                 0.06
sky130_fd_sc_hd__clkdlybuf4s50_1        0.40
-- kinds of logic after synthesis --
| kind of cell | after synthesis | synth area share [%] |
|---|---|---|
| compound gates | 1 | 1.07 |
| xor+xnor | 14 | 26.3 |
| fa+ha+maj | 11 | 42.5 |
| buf+inv | 25 | 27.4 |
| other cells | 1 | 0.806 |
| simple gates | 2 | 1.88 |
-- cell usage in the layout, fill, tap and decap left out, types with 2 or more instances in the layout --
| master | netlist | routed |
|---|---|---|
| sky130_fd_sc_hd__buf_2 | 0 | 10 |
| sky130_fd_sc_hd__buf_4 | 9 | 8 |
| sky130_fd_sc_hd__clkbuf_2 | 0 | 2 |
| sky130_fd_sc_hd__xnor2_2 | 0 | 2 |
| sky130_fd_sc_hd__conb_1 | 1 | 9 |
| sky130_fd_sc_hd__ha_1 | 3 | 3 |
| sky130_fd_sc_hd__xor2_1 | 11 | 7 |
| sky130_fd_sc_hd__clkdlybuf4s15_2 | 0 | 2 |
| sky130_fd_sc_hd__clkdlybuf4s50_1 | 0 | 27 |
| sky130_fd_sc_hd__xor2_2 | 0 | 4 |
| sky130_fd_sc_hd__inv_1 | 16 | 15 |
| sky130_fd_sc_hd__fa_1 | 8 | 7 |
| sky130_fd_sc_hd__buf_6 | 0 | 3 |
-- per-layer routing --
metal  global-route usage (%)  vias to the layer above  share of wire (%)
met5                        0                        -                  0
met4                        0                        0                  0
met3                     1.48                        0                 10
met2                     8.75                       26                 50
met1                     5.53                      197                 40
li1                         -                      231                  -
-- timing repair --
item / CTS / global route
setup buffers: 4 / 1
setup endpoints to repair: 4 / 4
pin swaps: 14 / 1
gates resized: 63 / 5
cloned: 0 / 0
hold buffers: 0 / 0
-- layout make-up --
cell class	instances	area share, %
timing repair buffer	52	45.6
multi-input combinational	37	42.4
inverter	16	6.13
tap	46	5.87
-- power by group --
group          internal [mW]  leakage (nW)  switching, mW
logic                  0.173         0.492          0.115
registers                  0             0              0
clock network              0             0              0
-- metrics by stage --
stage / total power [mW] / util [%] / setup WS, ns / TNS (ns)
final: 0.288 / 28.7 / -0.127 / -0.221
after global routing: 0.350 / 28.7 / -0.332 / -0.770
after CTS: 0.296 / 28.6 / -0.169 / -0.410
after detailed placement: 0.334 / 27.8 / -1.10 / -3.45
after global placement: 0.334 / 27.8 / -1.09 / -3.43
after floorplan: 0.135 / - / 0.00995 / 0
Power and IR drop assume default switching activity.
